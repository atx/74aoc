===== /design/flow/config.mk =====
export PLATFORM = sky130hd
export DESIGN_NAME = top
export DESIGN_NICKNAME = top
export VERILOG_FILES = /design/flow/design.v
export SDC_FILE = /design/flow/constraint.sdc
export NUM_CORES = 4
export LEC_CHECK = 1
export CORE_UTILIZATION = 30

===== /design/flow/constraint.sdc =====
current_design top

set clk_period 5.3
set clk_io_pct 0.2

create_clock -name clk0 -period $clk_period [get_ports {clk}]

set non_clock_inputs [all_inputs -no_clocks]
set_input_delay [expr $clk_period * $clk_io_pct] -clock clk0 $non_clock_inputs
set_output_delay [expr $clk_period * $clk_io_pct] -clock clk0 [all_outputs]

===== /design/flow/design.v =====
module solution (
    step_direction,
    clk,
    step_count,
    valid,
    zero_count
);
    input step_direction;
    input clk;
    input [9:0] step_count;
    input valid;
    output [10:0] zero_count;
    wire [10:0] _47;
    wire [10:0] _48;
    wire [6:0] _45;
    wire [6:0] _30;
    wire [6:0] _31;
    wire [6:0] _28;
    wire _29;
    wire [6:0] _33;
    wire [6:0] _25;
    wire [6:0] _19;
    wire [6:0] _35;
    wire [6:0] _36;
    wire [6:0] _1;
    reg [6:0] _20 = 7'b0110010;
    wire _23;
    wire [6:0] _27;
    wire _3;
    wire _37;
    wire _4;
    reg _21;
    wire [6:0] _34;
    wire _46;
    wire [10:0] _49;
    wire [9:0] _43;
    wire _44;
    wire [10:0] _50;
    wire [9:0] _16;
    wire _6;
    wire [9:0] _8;
    wire [9:0] _39;
    wire [9:0] _40;
    wire [9:0] _41;
    wire [9:0] _9;
    reg [9:0] _15 = 10'b0000000000;
    wire _17;
    wire _18;
    wire [10:0] _51;
    wire _11;
    wire [10:0] _52;
    wire [10:0] _12;
    reg [10:0] _42;
    assign _47 = 11'b00000000001;
    assign _48 = _42 + _47;
    assign _45 = 7'b0000000;
    assign _30 = 7'b0000001;
    assign _31 = _20 + _30;
    assign _28 = 7'b1100011;
    assign _29 = _20 == _28;
    assign _33 = _29 ? _45 : _31;
    assign _25 = _20 - _30;
    assign _19 = 7'b0110010;
    assign _35 = _18 ? _34 : _20;
    assign _36 = _11 ? _20 : _35;
    assign _1 = _36;
    always @(posedge _6) begin
        _20 <= _1;
    end
    assign _23 = _20 == _45;
    assign _27 = _23 ? _28 : _25;
    assign _3 = step_direction;
    assign _37 = _11 ? _3 : _21;
    assign _4 = _37;
    always @(posedge _6) begin
        _21 <= _4;
    end
    assign _34 = _21 ? _33 : _27;
    assign _46 = _34 == _45;
    assign _49 = _46 ? _48 : _42;
    assign _43 = 10'b0000000001;
    assign _44 = _15 == _43;
    assign _50 = _44 ? _49 : _42;
    assign _16 = 10'b0000000000;
    assign _6 = clk;
    assign _8 = step_count;
    assign _39 = _15 - _43;
    assign _40 = _18 ? _39 : _15;
    assign _41 = _11 ? _8 : _40;
    assign _9 = _41;
    always @(posedge _6) begin
        _15 <= _9;
    end
    assign _17 = _15 == _16;
    assign _18 = ~ _17;
    assign _51 = _18 ? _50 : _42;
    assign _11 = valid;
    assign _52 = _11 ? _42 : _51;
    assign _12 = _52;
    always @(posedge _6) begin
        _42 <= _12;
    end
    assign zero_count = _42;
endmodule
module top (
	(* BEL="X0Y0Z0_IO" *)
	input wire clk,
	(* BEL="X0Y0Z1_IO" *)
	input wire valid,
	(* BEL="X0Y1Z0_IO" *)
	input wire step_direction,
	(* BEL="X0Y1Z1_IO" *)
	input wire step_count_0,
	(* BEL="X0Y2Z0_IO" *)
	input wire step_count_1,
	(* BEL="X0Y2Z1_IO" *)
	input wire step_count_2,
	(* BEL="X0Y3Z0_IO" *)
	input wire step_count_3,
	(* BEL="X0Y3Z1_IO" *)
	input wire step_count_4,
	(* BEL="X0Y4Z0_IO" *)
	input wire step_count_5,
	(* BEL="X0Y4Z1_IO" *)
	input wire step_count_6,
	(* BEL="X0Y5Z0_IO" *)
	input wire step_count_7,
	(* BEL="X0Y5Z1_IO" *)
	input wire step_count_8,
	(* BEL="X0Y6Z0_IO" *)
	input wire step_count_9,
	(* BEL="X12Y0Z0_IO" *)
	output wire zero_count_0,
	(* BEL="X12Y0Z1_IO" *)
	output wire zero_count_1,
	(* BEL="X12Y1Z0_IO" *)
	output wire zero_count_2,
	(* BEL="X12Y1Z1_IO" *)
	output wire zero_count_3,
	(* BEL="X12Y2Z0_IO" *)
	output wire zero_count_4,
	(* BEL="X12Y2Z1_IO" *)
	output wire zero_count_5,
	(* BEL="X12Y3Z0_IO" *)
	output wire zero_count_6,
	(* BEL="X12Y3Z1_IO" *)
	output wire zero_count_7,
	(* BEL="X12Y4Z0_IO" *)
	output wire zero_count_8,
	(* BEL="X12Y4Z1_IO" *)
	output wire zero_count_9,
	(* BEL="X12Y5Z0_IO" *)
	output wire zero_count_10
);
	wire [9:0] step_count_bus = {
		step_count_9, step_count_8, step_count_7, step_count_6, step_count_5,
		step_count_4, step_count_3, step_count_2, step_count_1, step_count_0
	};
	wire [10:0] zero_count_bus;
	assign {zero_count_10, zero_count_9, zero_count_8, zero_count_7, zero_count_6,
	        zero_count_5, zero_count_4, zero_count_3, zero_count_2, zero_count_1, zero_count_0} = zero_count_bus;
	solution sol (
		.clk(clk),
		.valid(valid),
		.step_direction(step_direction),
		.step_count(step_count_bus),
		.zero_count(zero_count_bus)
	);
endmodule

===== /design/flow/run.sh =====
#!/bin/bash
# OpenROAD 26Q1-2900-gdf79404cd8, Yosys 0.63+post, stock flow scripts
make -C /OpenROAD-flow-scripts/flow DESIGN_CONFIG=/design/flow/config.mk WORK_HOME=/design/flow/orfs finish

==> summary.txt <==
Physical implementation status

The run finished with clean final reports. The synthesized-area fraction occupied by xor and xnor cells stands at 0.0895. The final layout contains routed wiring with a total length of ~3000 um. Ranked by total cell area, the synthesized netlist is headed by sky130_fd_sc_hd__edfxtp_1, sky130_fd_sc_hd__xnor2_1, sky130_fd_sc_hd__ha_1. The routed length per instance stands at 11.9 um. A synthesized cell averages between 10 and 15 um2.

The number of antenna violations at the first check in global routing is 0. In this run the tools logged warnings totalling 29. The floorplan step records an initial core utilization of 0.316. The iteration tally of the first detailed-router pass stands at 4.

The worst setup path is captured at a flip-flop. The number of sinks on the clock net stands at 29. The total via count after detailed routing stands at between 1,000 and 1,500. Hold-check failures listed in the final report amount to 0. STA classifies the critical path startpoint as an input port. The critical path's slowest stage uses the library cell sky130_fd_sc_hd__clkdlybuf4s50_1.

The number of flip-flops and latches in the synthesized netlist stands at 29. The wire length of the first global-routing pass stands at roughly 5400 um. For reference, the most critical setup path is categorized as in -> reg. The power per standard cell area stands at approximately 300 mW/mm2. The count of unique library cells instantiated by Yosys stands at 38. The chip occupies 0.00618 mm2. The routed design shows a via density per instance of 4.84.

The number of enable-type register cells in the synthesized netlist stands at 29. Measured on the finished design, the core utilization comes to 0.391. The source-to-sink clock delay at the later pin of the worst-skew pair stands at roughly 0.28 ns.

The final antenna diode tally reported by the flow is 0. According to the timing report, the data required time at the worst endpoint equals about 5.2 ns. The portion of synthesized cell area occupied by the leading cell type stands at 0.494. The via count of the first global-routing pass stands at roughly 1,200. The hold-critical path depth stands at 1.

The max-slew violation total from the final report stands at 0. Summed over all instances, the cell type with the most area after synthesis is sky130_fd_sc_hd__edfxtp_1. Of the available clock period, the critical path in the final layout requires 0.622.

Looking at the post-CTS report, the setup buffer insertion count equals 0. The buffer levels on the longest clock path stands at 2. The worst-case reg-to-reg setup slack stands at roughly 2.4 ns.

The data arrival time of the critical path stands at between 3 and 4 ns. The synthesis report names the predominant flop master as sky130_fd_sc_hd__edfxtp_1. The core footprint stands at ~0.0056 mm2. According to the hold report, the worst path is of the reg -> reg type. The cell count after synthesis came out at between 150 and 200. The fraction of the mapped netlist area in compound gates stands at 0.0980.

Post-CTS repair changed the size of 0 cells. The placed wire-length estimate after detailed placement stands at between 2000 and 2500 um. Listed in order, past its start point the critical path passes clkdlybuf4s50_1 > nor2_1 > nand4_2 > nor4b_2 > nor4b_4. In this run the tightest slew margin relative to its limit is 0.455. The adder and majority gate portion of the synthesized area stands at 0.0497. The maximum fanout encountered on the critical timing path stands at 24. Measured along the x axis, the die boundary spans 78.6 um. The fraction of synthesis flops using an asynchronous set or reset pin stands at 0. Per the final layout report, the fraction of cells sized above drive strength 1 comes to 0.0978. In this run the vertical extent of the chip is 78.6 um. In this run the clock root is driven by a sky130_fd_sc_hd__clkbuf_8. The clock period could shrink to around 3.3 ns. The script extracted a total leakage power of 0.697 nW. The overall track demand over capacity in global routing stands at 0.111.

The highest achievable clock rate stands at about 0.3 GHz. The part of the Yosys area used for sequential elements stands at 0.494. The clock transition at the register clock pins on the worst setup and hold paths after CTS stands at approximately 0.060 ns. The area added between synthesis and finish stands at 23.9%. The count of nets left with antenna violations once routing finished came out at 0. The endpoint identified for the worst register-to-register timing path is sol._42[10].

In the hold report, the worst path ends at sol._42[10]. The number of failing setup endpoints in the final timing report stands at 0. For the worst flop-to-flop path, the logic depth is 5.

The DRC violations left stands at 0. For reference, the top logic cell family by area is simple AND/OR/NAND/NOR gates. The residual overflow from global routing stands at 0. The worst setup skew after layout stands at 0.00470 ns.

The final weighted congestion in routability-driven placement stands at a little over 0.8. The cell-mix breakdown from Yosys lists the simple-gate area share as 0.222. The port buffer count stands at 23. The pin count of the biggest net entering global routing stands at 25. The report counts max-capacitance violations totalling 0. The cts-stage hold buffer count stands at 0. Setup repair after global routing left no endpoint under its margin. The tally of yosys warning messages stands at 1. The number of primary I/O pins stands at 24. The floorplan has 27 rows.

After routing, the total negative slack on setup checks comes to 0 ns. According to the Yosys statistics, the synthesized design has a chip area of ~0.0018 mm2. Looking at hold timing, the worst path starts from sol._42[10]. TritonCTS built the clock tree. The clock tree synthesis step divided the H-tree into 2 levels. The startpoint identified for the worst register-to-register timing path is sol._20[2]. The actual slew at the worst max-slew pin stands at 0.814 ns. The synthesized netlist occupies a cell area of ~0.0018 mm2. In this design, the stage delay of the slowest critical-path cell is just under 0.8 ns. The multiplexer share of the synthesized area stands at 0.0128. Yosys stat counts between 150 and 200 cells in the synthesized netlist.

CTS added clock buffers totalling 5. The maximum VDD drop stands at 0.000254 V. The first routing iteration left 136 violations.
sequential cells by signal (all words and copies together), names as in the netlist:
register  count
sol._15      10
sol._21       1
sol._20       7
sol._42      11
layout by cell type, fill, tap and decap left out, types with 2 or more instances in the layout:
| cell | count |
|---|---|
| sky130_fd_sc_hd__bufinv_16 | 2 |
| sky130_fd_sc_hd__nor4_1 | 4 |
| sky130_fd_sc_hd__nor3b_1 | 2 |
| sky130_fd_sc_hd__nand2b_1 | 2 |
| sky130_fd_sc_hd__o21ai_1 | 2 |
| sky130_fd_sc_hd__edfxtp_1 | 29 |
| sky130_fd_sc_hd__clkdlybuf4s50_1 | 23 |
| sky130_fd_sc_hd__and4_1 | 3 |
| sky130_fd_sc_hd__xnor2_1 | 14 |
| sky130_fd_sc_hd__a21oi_1 | 4 |
| sky130_fd_sc_hd__nor3_1 | 7 |
| sky130_fd_sc_hd__ha_1 | 7 |
| sky130_fd_sc_hd__clkbuf_8 | 5 |
| sky130_fd_sc_hd__nand2_1 | 18 |
| sky130_fd_sc_hd__and3_1 | 3 |
| sky130_fd_sc_hd__nand3_1 | 9 |
| sky130_fd_sc_hd__inv_1 | 7 |
| sky130_fd_sc_hd__xor2_1 | 4 |
| sky130_fd_sc_hd__or3_1 | 2 |
| sky130_fd_sc_hd__o21ai_0 | 12 |
| sky130_fd_sc_hd__nor2_1 | 5 |
| sky130_fd_sc_hd__nor2b_1 | 3 |
routing by layer:
layer	share of wire	GRT usage	routed length (um)
met2	0.42	0.157	1270
met4	0.014	0.0130	43
met1	0.53	0.186	1600
met3	0.041	0.0272	125
met5	0	0	0
metrics by stage:
stage	power (mW)	hold WS (ns)	cell area, um2	setup WS (ns)	instances
2_1_floorplan	0.364	0.527	1760	2.84	159
3_3_place_gp	0.389	0.577	2050	1.79	248
3_5_place_dp	0.388	0.579	2050	1.76	248
4_1_cts	0.663	0.599	2180	2.03	256
5_1_grt	0.687	0.637	2180	1.79	256
6_report	0.657	0.592	2180	2.00	256
where the power goes:
group	switching, mW	total [mW]	internal (mW)
Clock	0.0850	0.272	0.187
Sequential	0.0256	0.300	0.274
Combinational	0.0436	0.0851	0.0415
synthesized netlist by cell type (4+ instances only):
cell type,number
sky130_fd_sc_hd__edfxtp_1,29
sky130_fd_sc_hd__nand2_1,18
sky130_fd_sc_hd__xnor2_1,14
sky130_fd_sc_hd__o21ai_0,12
sky130_fd_sc_hd__nand3_1,9
sky130_fd_sc_hd__ha_1,7
sky130_fd_sc_hd__inv_1,7
sky130_fd_sc_hd__nor3_1,7
sky130_fd_sc_hd__nor2_1,5
sky130_fd_sc_hd__a21oi_1,4
sky130_fd_sc_hd__nor4_1,4
sky130_fd_sc_hd__xor2_1,4
worst max-delay path by stage:
stage / slack, ns / depth (start not counted) / startpoint / end
final: 2.00 / 5 / valid / sol._42[10]
after CTS: 2.03 / 5 / valid / sol._42[10]
after global routing: 1.79 / 5 / valid / sol._42[10]
logic make-up (layout without fill, tap and decap cells):
kind of cell | Yosys count | in the layout
buffers and inverters | 13 | 38
multiplexers | 1 | 1
flip-flops | 29 | 29
AND/OR/NAND/NOR | 66 | 66
XOR/XNOR | 18 | 18
AND-OR/OR-AND | 25 | 25
adder cells (fa/ha/maj) | 7 | 7
worst max-delay path: cells and delay by family:
family                 cells  cell delay [ns]
buffers and inverters      1             0.78
and+or+nand+nor            4             1.36
area by class of cell:
class                   instances  area, um2
inverters                       7       26.3
repair buffers                 23        230
well taps                      72       90.1
flip-flops and latches         29        871
fillers                       539       3390
multi-input cells             117        831
clock buffers                   5       68.8
clock inverters                 3       65.1
No activity file was given, so power comes from the tool's default toggle rates.
